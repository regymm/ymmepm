==> flow/design.v <==
`timescale 1ns / 1ps
module baud_rate_gen
	#(
		parameter CLOCK_FREQ = 0,
		parameter BAUD_RATE = 0,
		parameter SAMPLE_MULTIPLIER = 0
	)
    (
        input wire clk,
        output wire rxclk_en,
        output wire txclk_en
    );
    parameter RX_ACC_MAX = CLOCK_FREQ / (BAUD_RATE * SAMPLE_MULTIPLIER);
    parameter TX_ACC_MAX = CLOCK_FREQ / BAUD_RATE;
    parameter RX_ACC_WIDTH = 16;
    parameter TX_ACC_WIDTH = 16;
    reg [RX_ACC_WIDTH - 1:0] rx_acc = 0;
    reg [TX_ACC_WIDTH - 1:0] tx_acc = 0;
    assign rxclk_en = (rx_acc == 0);
    assign txclk_en = (tx_acc == 0);
    always @(posedge clk) begin
        if (rx_acc == RX_ACC_MAX[RX_ACC_WIDTH - 1:0])
            rx_acc <= 0;
        else
            rx_acc <= rx_acc + 1;
    end
    always @(posedge clk) begin
        if (tx_acc == TX_ACC_MAX[TX_ACC_WIDTH - 1:0])
            tx_acc <= 0;
        else
            tx_acc <= tx_acc + 1;
    end
endmodule
`timescale 1ns / 1ps
module uart_keyboard
(
	input clk,
	output [4:0]x,
	input [14:0]y,
	output xa,
	input [10:0]ya,
	output led0,
	output led1,
	output tx
);
	wire kpress_raw;
	wire [13:0]kcodebase;
	keyscan keyscan_inst (
		.clk(clk),
		.x(x),
		.y(y),
		.xa(xa),
		.ya(ya),
		.nopress(led0),
		.dbg(led1),
		.kpress(kpress_raw),
		.kcodebase(kcodebase)
	);
	wire [7:0]kcode_raw;
	keydecode keydecode_inst(
		.kcodebase(kcodebase),
		.kcodereal(kcode_raw)
	);
	wire kpress;
	wire [7:0]kcode;
	keycodedebounce keycodedebounce_inst (
		.clk(clk),
		.kpressi(kpress_raw),
		.kcodei(kcode_raw),
		.kpresso(kpress),
		.kcodeo(kcode)
	);
	wire usend;
	wire [7:0]ucode;
	keycode2uart keycode2uart_inst(
		.clk(clk),
		.kpress(kpress),
		.kcode(kcode),
		.usend(usend),
		.ucode(ucode)
	);
	wire txclk_en;
	wire rxclk_en;
	baud_rate_gen #(
		.CLOCK_FREQ(30000000),
		.BAUD_RATE(19200),
		.SAMPLE_MULTIPLIER(8)
	) baud_rate_gen_inst(
		.clk(clk),
		.txclk_en(txclk_en),
		.rxclk_en(rxclk_en)
	);
	uarttx uarttx_inst(
		.clk(clk),
		.clken(txclk_en),
		.send(usend),
		.ucode(ucode),
		.tx(tx)
	);
endmodule
module keyscan
(
	input clk,
	(* mark_debug = "true" *)output [4:0]x,
	(* mark_debug = "true" *)input [14:0]y,
	output xa,
	input [10:0]ya,
	output nopress,
	output dbg,
	(* mark_debug = "true" *)output kpress,
	(* mark_debug = "true" *)output reg [13:0]kcodebase
);
	reg [4:0]sftreg = 5'b01111;
	reg [4:0]sftreg_npress = 5'b11111;
	assign x = sftreg;
	assign nopress = &y_r2[14:0];
	reg [4:0]x_r1;
	reg [4:0]x_r2;
	reg [14:0]y_r1;
	reg [14:0]y_r2;
	always @ (posedge clk) begin
			sftreg <= {sftreg[3:0], sftreg[4]};
			sftreg_npress <= {sftreg_npress[3:0], nopress};
		x_r1 <= sftreg;
		x_r2 <= x_r1;
		y_r1 <= y;
		y_r2 <= y_r1;
	end
	assign dbg = y_r2[9];
	assign xa = 0;
	wire m_nopress = &ya;
	assign kpress = !(&sftreg_npress) | (0 & !m_nopress);
	wire [2:0]kcodebase_x =
		x_r2[0] == 0 ? 3'b001 :
		x_r2[1] == 0 ? 3'b010 : 
		x_r2[2] == 0 ? 3'b011 : 
		x_r2[3] == 0 ? 3'b100 : 
		x_r2[4] == 0 ? 3'b101 : 3'b000;
	wire [3:0]kcodebase_y = 
		y_r2[0] == 0 ? 4'b0000 : 
		y_r2[1] == 0 ? 4'b0001 :
		y_r2[2] == 0 ? 4'b0010 :
		y_r2[3] == 0 ? 4'b0011 :
		y_r2[4] == 0 ? 4'b0100 :
		y_r2[5] == 0 ? 4'b0101 :
		y_r2[6] == 0 ? 4'b0110 :
		y_r2[7] == 0 ? 4'b0111 :
		y_r2[8] == 0 ? 4'b1000 :
		y_r2[9] == 0 ? 4'b1001 :
		y_r2[10] == 0 ? 4'b1010 :
		y_r2[11] == 0 ? 4'b1011 :
		y_r2[12] == 0 ? 4'b1100 :
		y_r2[13] == 0 ? 4'b1101 : 4'b1111;
	always @ (posedge clk) begin
		if (!nopress) kcodebase <= {3'b0, 
		!ya[10], !ya[8], !ya[1], !ya[0], 
		kcodebase_y, kcodebase_x};
	end
endmodule
module keydecode
(
	input [13:0]kcodebase,
	(* mark_debug = "true" *)output reg [7:0]kcodereal
);
	wire [2:0]x = kcodebase[2:0];
	wire [3:0]y = kcodebase[6:3];
	wire shift = kcodebase[7] | kcodebase[9];
	wire ctrl = kcodebase[8] | kcodebase[10];
	reg [7:0]kcr_1;
	always @ (*) begin
		kcr_1 = 8'h00;
		case (x) 
			3'b001: begin
				case (y)
					4'b0001: kcr_1 = 8'h31;  
					4'b0010: kcr_1 = 8'h32;  
					4'b0011: kcr_1 = 8'h33;  
					4'b0100: kcr_1 = 8'h34;  
					4'b0101: kcr_1 = 8'h35;  
					4'b0110: kcr_1 = 8'h36;  
					4'b0111: kcr_1 = 8'h37;  
					4'b1000: kcr_1 = 8'h38;  
					4'b1001: kcr_1 = 8'h39;  
					4'b1010: kcr_1 = 8'h30;  
					4'b1011: kcr_1 = 8'h2D;  
					4'b1100: kcr_1 = 8'h3D;  
					4'b1101: kcr_1 = 8'h08;  
				endcase
			end
			3'b010: begin
				case (y)
					4'b0000: kcr_1 = 8'h60;  
					4'b0001: kcr_1 = 8'h71;  
					4'b0010: kcr_1 = 8'h77;  
					4'b0011: kcr_1 = 8'h65;  
					4'b0100: kcr_1 = 8'h72;  
					4'b0101: kcr_1 = 8'h74;  
					4'b0110: kcr_1 = 8'h79;  
					4'b0111: kcr_1 = 8'h75;  
					4'b1000: kcr_1 = 8'h69;  
					4'b1001: kcr_1 = 8'h6F;  
					4'b1010: kcr_1 = 8'h70;  
					4'b1011: kcr_1 = 8'h5B;  
					4'b1100: kcr_1 = 8'h5D;  
					4'b1101: kcr_1 = 8'h5C;  
				endcase
			end
			3'b011: begin
				case (y)
					4'b0000: kcr_1 = 8'h09;  
					4'b0001: kcr_1 = 8'h61;  
					4'b0010: kcr_1 = 8'h73;  
					4'b0011: kcr_1 = 8'h64;  
					4'b0100: kcr_1 = 8'h66;  
					4'b0101: kcr_1 = 8'h67;  
					4'b0110: kcr_1 = 8'h68;  
					4'b0111: kcr_1 = 8'h6A;  
					4'b1000: kcr_1 = 8'h6B;  
					4'b1001: kcr_1 = 8'h6C;  
					4'b1010: kcr_1 = 8'h3B;  
					4'b1011: kcr_1 = 8'h27;  
					4'b1100: kcr_1 = 8'h0D;  
				endcase
			end
			3'b100: begin
				case (y)
					4'b0000: kcr_1 = 8'h1B;  
					4'b0001: kcr_1 = 8'h7A;  
					4'b0010: kcr_1 = 8'h78;  
					4'b0011: kcr_1 = 8'h63;  
					4'b0100: kcr_1 = 8'h76;  
					4'b0101: kcr_1 = 8'h62;  
					4'b0110: kcr_1 = 8'h6E;  
					4'b0111: kcr_1 = 8'h6D;  
					4'b1000: kcr_1 = 8'h2C;  
					4'b1001: kcr_1 = 8'h2E;  
					4'b1010: kcr_1 = 8'h2F;  
				endcase
			end
			3'b101: begin
				case (y)
					4'b0100: kcr_1 = 8'h20;  
				endcase
			end
		endcase
	end
	always @ (*) begin
		kcodereal = kcr_1;
		if (ctrl) kcodereal = {3'b0, kcr_1[4:0]};
		else if (shift) begin
			if (kcr_1 >= 8'h61 & kcr_1 <= 8'h7D) kcodereal = kcr_1 - 8'h20;
			else if (kcr_1 == 8'h31) kcodereal = 8'h21;
			else if (kcr_1 == 8'h32) kcodereal = 8'h40;
			else if (kcr_1 == 8'h33) kcodereal = 8'h23;
			else if (kcr_1 == 8'h34) kcodereal = 8'h24;
			else if (kcr_1 == 8'h35) kcodereal = 8'h25;
			else if (kcr_1 == 8'h36) kcodereal = 8'h5E;
			else if (kcr_1 == 8'h37) kcodereal = 8'h26;
			else if (kcr_1 == 8'h38) kcodereal = 8'h2A;
			else if (kcr_1 == 8'h39) kcodereal = 8'h28;
			else if (kcr_1 == 8'h30) kcodereal = 8'h29;
			else if (kcr_1 == 8'h2D) kcodereal = 8'h5F;
			else if (kcr_1 == 8'h3D) kcodereal = 8'h2B;
			else if (kcr_1 == 8'h5B) kcodereal = 8'h7B;
			else if (kcr_1 == 8'h5D) kcodereal = 8'h7D;
			else if (kcr_1 == 8'h5C) kcodereal = 8'h7C;
			else if (kcr_1 == 8'h60) kcodereal = 8'h7E;
			else if (kcr_1 == 8'h3B) kcodereal = 8'h3A;
			else if (kcr_1 == 8'h27) kcodereal = 8'h22;
			else if (kcr_1 == 8'h2C) kcodereal = 8'h3C;
			else if (kcr_1 == 8'h2E) kcodereal = 8'h3E;
			else if (kcr_1 == 8'h2F) kcodereal = 8'h3F;
		end
	end
endmodule
module debounce
#(
	parameter N = 1,
	parameter CNT_UP = 20,
	parameter CNT_DOWN = 20,
	parameter INIT = 0
)
(
	input clk,
	input [N-1:0]i,
	output reg [N-1:0]o = INIT
);
	reg [N-1:0]sync_0 = 0;
	reg [N-1:0]sync_1 = 0;
    always @(posedge clk) sync_0 <= i;
    always @(posedge clk) sync_1 <= sync_0;
	reg [15:0]cnt = 0;
	wire idle = (o == sync_1);
	always @(posedge clk) begin
		if (idle) cnt <= 0;
		else begin
			cnt <= cnt + 1;
			if (N == 1) begin
				if (o == 0) begin if (cnt == CNT_UP) o <= sync_1; end
				else if (cnt == CNT_DOWN) o <= sync_1;
			end else begin
				if (cnt == CNT_UP) o <= sync_1;
			end
		end
	end
endmodule
module keycodedebounce
(
	input clk,
	input kpressi,
	input [7:0]kcodei,
	(* mark_debug = "true" *)output kpresso,
	(* mark_debug = "true" *)output [7:0]kcodeo
);
	debounce #(
		.N(1),
		.CNT_UP(2000),
		.CNT_DOWN(0),
		.INIT(0)
	) debounce_1 (
		.clk(clk),
		.i(kpressi),
		.o(kpresso)
	);
	debounce #(
		.N(8),
		.CNT_UP(400)
	) debounce_2 (
		.clk(clk),
		.i(kcodei),
		.o(kcodeo)
	);
endmodule
module keycode2uart
(
	input clk,
	input kpress,
	input [7:0]kcode,
	(* mark_debug = "true" *)output usend,
	(* mark_debug = "true" *)output [7:0]ucode
);
	assign ucode = kcode;
	reg kpress_old;
	always @ (posedge clk) begin
		kpress_old <= kpress;
	end
	reg [15:0]cnth;  
	reg [15:0]cntl;
	wire cntlovfl = (cntl == 16'hffff);
	always @ (posedge clk) begin
		if (kpress_old) begin
			cntl <= cntl + 1;
			if (cntlovfl) cnth <= cnth + 1;
		end else begin
			cntl <= 0;
			cnth <= 0;
		end
	end
	assign usend = (kpress & cnth == 16'h18 & cntlovfl) | 
		(cnth > 16'h100 & cnth[4:0] == 5'b11111 & cntlovfl);
endmodule
module uarttx
(
	input clk,
	input clken,
	input send,
	input [7:0]ucode,
	(* mark_debug = "true" *)output reg tx
);
    localparam IDLE = 2'b00;
    localparam START = 2'b01;
    localparam DATA = 2'b10;
    localparam STOP = 2'b11;
    reg [1:0]state_tx = IDLE;
    reg [7:0]data_tx = 8'h00;
    reg [2:0]bitpos_tx = 3'b0;
	always @ (posedge clk) begin
		case (state_tx)
			IDLE: if (send) begin
				data_tx <= ucode;
				state_tx <= START;
				bitpos_tx <= 3'b0;
			end
			START: if (clken) begin
				tx <= 1'b0;
				state_tx <= DATA;
			end
			DATA: if (clken) begin
				if (bitpos_tx == 3'h7) state_tx <= STOP;
				else bitpos_tx <= bitpos_tx + 1;
				tx <= data_tx[bitpos_tx];
			end
			STOP: if (clken) begin
				tx <= 1'b1;
				state_tx <= IDLE;
			end
		endcase
	end
endmodule
==> flow/run.sh <==
#!/bin/bash
# OpenROAD 26Q1-2900-gdf79404cd8, Yosys 0.63+post, stock flow scripts
make -C /OpenROAD-flow-scripts/flow DESIGN_CONFIG=/design/flow/config.mk WORK_HOME=/design/flow/orfs finish
==> flow/config.mk <==
export PLATFORM = sky130hd
export DESIGN_NAME = uart_keyboard
export DESIGN_NICKNAME = uart_keyboard
export VERILOG_FILES = /design/flow/design.v
export SDC_FILE = /design/flow/constraint.sdc
export NUM_CORES = 4
export LEC_CHECK = 1
export CORE_UTILIZATION = 40
==> flow/constraint.sdc <==
current_design uart_keyboard

set clk_period 4.5
set clk_io_pct 0.2

create_clock -name clk0 -period $clk_period [get_ports {clk}]

set non_clock_inputs [all_inputs -no_clocks]
set_input_delay [expr $clk_period * $clk_io_pct] -clock clk0 $non_clock_inputs
set_output_delay [expr $clk_period * $clk_io_pct] -clock clk0 [all_outputs]
==> deck_impl_summary.md <==
Flow Results at a Glance

Outcome
  • Outcome: completed

Placed design
  • DP HPWL: 8.40 mm
  • Place WS: 0.835 ns
  • GPL Wtd Cong: 0.847
  • Port-buffer cells: 27
  • Inst Count DP: 1,051

Layout
  • Layout cells sized above 1: 0.0741
  • Area Growth Syn to Fin: 14.1%
  • Fillers: 1,753
  • Post-Layout Cell Count: 1,083

Synthesis
  • Cell Area, Synth: 7800 um^2
  • Warnings, synthesis: 7
  • Dominant register cell: dfxtp_1
  • Yosys Instances: 777
  • Yosys cell types: 74
  • Yosys Chip Area: 7800 um^2
  • Cells after synthesis: 777
  • #FFs+latches synth: 183
  • Post-synthesis sequential area ratio: 0.513
  • Synth async-reset ratio: 0
  • Syn avg cell area: 10.0 um^2
  • Post-synth EDFFs: 34

Timing
  • Worst-Margin Slew: 0.789 ns
  • Final critical-path share of the clock period: 0.817
  • Setup Skew: 0.0122 ns
  • Fin. Hold Viols: 0
  • Slew HR: 0.474
  • Final worst setup slack: 0.822 ns
  • Final setup violation count: 0
  • Min Hold Slack: 0.326 ns
  • Pins Over Slew Limit: 0
  • Crit path time final: 3.68 ns
  • Maximum clock rate: 272 MHz
  • Post-Route Setup TNS: 0 ns
  • RSZ-0062 raised after global routing: no

Route
  • Antenna Cells: 0
  • ANT nets after route: 0
  • Via count: 5,253
  • Iteration-0 DRC Markers: 238
  • DRC: 0
  • Vias per inst: 4.85
  • Routed length per placed instance: 11.6 um
  • DRT Wirelength: 12.5 mm
  • First drt pass iteration count: 4

GRT
  • Busiest layer in global routing: met1
  • GRT Total Usage: 0.141
  • GR Util met3: 0.0320
  • Grt total ovfl: 0
  • First-pass GRT wire length: 22.6 mm
  • Pin count of the biggest net entering global routing: 33
  • Vias in the first global route: 4,939
  • Global-route met2 utilization: 0.213
  • Initial antenna violation count: 0
  • GR Util met1: 0.219

Power and ir drop
  • Leak: 3.44 nW
  • Pwr/cell area: 366 nW/um^2
  • Maximum vdd drop: 0.000282 V
  • Total power: 3.25 mW

Clocking
  • Worst-skew pair later-pin latency: 0.42 ns
  • Post-cts sizing count: 0
  • CTS root buf: clkbuf_16
  • CTS sink cnt: 183
  • CTS tree: yes
  • Htree depth: 4
  • Reg clk slew, reported paths: 0.07 ns
  • TritonCTS Buffers: 17
  • Post-CTS Setup Inserts: 0
  • CTS Hold Bufs: 0
  • Clk buf depth: 2

Critical path
  • Worst setup SP type: register
  • Element type at the critical path end: register
  • Data required time of the worst path: 4.83 ns
  • Crit path max fanout: 11
  • Critical path type: reg2reg
  • Critical Path AT: 4.01 ns

Hold path
  • Worst hold-check path type: reg2reg

Floorplanning
  • Std cell rows: 50
  • Die Ht: 142 um
  • Die width: 142 um
  • Die area: 20,100 um^2
  • I/O pin cnt: 36
  • Core Area: 18,900 um^2
  • FP Core Util: 0.413

Run
  • Max cap viols: 0
  • OpenROAD warning count: 48
layout by cell type, fill, tap and decap left out, drive strengths merged, types with 5 or more instances in the layout:
| cell type | n |
|---|---|
| nor4 | 12 |
| nand3 | 42 |
| clkinv | 5 |
| or3 | 11 |
| nor2b | 15 |
| nand2b | 5 |
| inv | 46 |
| nor3 | 16 |
| nand2 | 45 |
| clkbuf | 18 |
| ha | 28 |
| o21ai | 25 |
| clkdlybuf4s50 | 27 |
| dfxtp | 149 |
| xor2 | 26 |
| o31ai | 6 |
| edfxtp | 34 |
| or2 | 6 |
| and2 | 32 |
| buf | 10 |
| or4 | 6 |
| nand4 | 16 |
| a211oi | 7 |
| a31oi | 6 |
| and4 | 6 |
| and3 | 19 |
| nor2 | 69 |
| a21boi | 7 |
| xnor2 | 43 |
| a21oi | 21 |
| nor3b | 6 |
power by group:
part | total [mW] | switching (mW) | internal, mW
combinational | 0.106 | 0.0480 | 0.0582
clock | 1.41 | 0.667 | 0.748
sequential | 1.73 | 0.0323 | 1.70
cell families (layout without fill, tap and decap cells):
| group | after synthesis | after routing | share of synthesized area |
|---|---|---|---|
| adders and majority gates | 29 | 29 | 0.0462 |
| buffers and inverters | 61 | 107 | 0.0359 |
| and+or+nand+nor | 317 | 317 | 0.218 |
| AOI/OAI and AO/OA | 112 | 112 | 0.0990 |
| DFF | 183 | 183 | 0.513 |
| xor gates and xnor gates | 69 | 69 | 0.0775 |
| other | 1 | 1 | 0.000481 |
| muxes | 5 | 5 | 0.00978 |
state kept, by name, indices dropped and copies added (netlist names), 8 cells and up:
signal / flops
keycodedebounce_inst.debounce_1.cnt: 16
baud_rate_gen_inst.tx_acc: 16
keyscan_inst.y_r1: 15
keycodedebounce_inst.debounce_2.sync_0: 8
keyscan_inst.y_r2: 15
keycode2uart_inst.cntl: 16
uarttx_inst.data_tx: 8
keyscan_inst.kcodebase: 11
keycodedebounce_inst.debounce_2.cnt: 16
keycode2uart_inst.cnth: 16
keycodedebounce_inst.debounce_2.sync_1: 8
keycodedebounce_inst.debounce_2.o: 8
routing by layer:
metal / routed length, um / vias to the layer above
met2: 5480 / 85
met1: 6330 / 2341
li1: - / 2813
met5: 0 / -
met4: 183 / 0
met3: 539 / 14
synth_stat cells, types with 14 or more instances:
library cell,number,area [um^2]
dfxtp_1,149,2980
nor2_1,69,259
nand2_1,45,169
xnor2_1,43,377
nand3_1,42,210
inv_1,37,139
edfxtp_1,34,1020
and2_1,32,200
ha_1,28,350
xor2_1,26,228
o21ai_0,25,125
a21oi_1,21,105
and3_1,19,119
nand4_1,16,100
nor3_1,16,80.1
nor2b_1,14,87.6
critical path: stages (launching register included):
cell and delay [ns]:
edfxtp_1 0.55, inv_1 0.14, ha_1 0.31, nor2b_4 0.18, a211oi_1 0.23, a211oi_1 0.09
or4_1 0.75, or4_4 0.62, o21ba_4 0.24, or2_4 0.25, o31ai_1 0.22
layout make-up:
type / count / area, um^2 / area share
clock inverters: 14 / 130 / 0.0146
well taps: 260 / 325 / 0.0365
repair buffers: 37 / 345 / 0.0388
flip-flops and latches: 183 / 4000 / 0.450
clock buffers: 18 / 439 / 0.0493
multi-input cells: 533 / 3520 / 0.395
inverters: 38 / 143 / 0.0160
metrics by stage:
step | utilization | cell area (um^2)
after floorplan | - | 7800
after global placement | 0.441 | 8330
after detailed placement | 0.441 | 8330
after CTS | 0.471 | 8900
after global routing | 0.471 | 8900
final | 0.471 | 8900
final timing paths:
kind,from,endpoint,slack [ns],depth (start not counted)
max,keyscan_inst.kcodebase[3],keycodedebounce_inst.debounce_2.sync_0[0],0.82,10
min,keycodedebounce_inst.debounce_2.sync_0[0],keycodedebounce_inst.debounce_2.sync_1[0],0.33,0
max reg2reg,keyscan_inst.kcodebase[3],keycodedebounce_inst.debounce_2.sync_0[0],0.82,10
min reg2reg,keycodedebounce_inst.debounce_2.sync_0[0],keycodedebounce_inst.debounce_2.sync_1[0],0.33,0
Power and IR drop assume default switching activity.
